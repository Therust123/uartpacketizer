===== ./config.mk =====
export PLATFORM = sky130hd
export DESIGN_NAME = uart_packetizer_dig
export DESIGN_NICKNAME = uart_packetizer_dig
export VERILOG_FILES = /design/flow/design.v
export SDC_FILE = /design/flow/constraint.sdc
export NUM_CORES = 4
export LEC_CHECK = 1
export CORE_UTILIZATION = 40

===== ./constraint.sdc =====
current_design uart_packetizer_dig

set clk_period 4.7
set clk_io_pct 0.2

create_clock -name clk0 -period $clk_period [get_ports {clk}]

set non_clock_inputs [all_inputs -no_clocks]
set_input_delay [expr $clk_period * $clk_io_pct] -clock clk0 $non_clock_inputs
set_output_delay [expr $clk_period * $clk_io_pct] -clock clk0 [all_outputs]

===== ./design.v =====
`timescale 1ns / 1ps
module fifo_dig#(
  parameter data_width = 8,
  parameter depth = 16)
  (
  input clk,
  input rst,
  input [data_width-1:0] d_in,
  input rd_en,
  input wr_en,
  input data_valid,
  output reg [data_width-1:0] d_out,
  output reg fifo_full,
  output reg fifo_empty
);
  reg [data_width-1:0] fifo[depth-1:0];
  reg [$clog2(depth)-1:0] rd_ptr, wr_ptr;
  reg [4:0] count;
  always @(posedge clk) begin
    if (rst) begin
      wr_ptr <= 0;
    end else if (wr_en && !fifo_full && data_valid) begin
      fifo[wr_ptr] <= d_in;
      wr_ptr <= wr_ptr + 1;
    end
  end
  always @(posedge clk) begin
    if (rst) begin
      d_out <= 0;
      rd_ptr <= 0;
    end else if (rd_en && !fifo_empty) begin
      d_out <= fifo[rd_ptr];
      rd_ptr <= rd_ptr + 1;
    end
  end
  always @(posedge clk) begin
    if (rst) begin
      count <= 0;
      fifo_full <= 0;
      fifo_empty <= 1;
    end else begin
      case ({wr_en && data_valid && !fifo_full, rd_en && !fifo_empty})
        2'b10: count <= count + 1;
        2'b01: count <= count - 1;
        default: count <= count;
      endcase
      fifo_full <= (count == depth - 1);
      fifo_empty <= (count == 0);
    end
  end
endmodule
`timescale 1ns / 1ps
module fsm_dig #(
  parameter data_width = 8
)(
  input clk,
  input rst,
  input [data_width-1:0] d_in,
  input uart_busy,
  input fifo_empty,
  input tx_ready,
  output reg [data_width-1:0] d_out,
  output reg tx_start,
  output rd_en,
  output reg fsm_busy
);
  localparam IDLE     = 2'b00,
             LOAD     = 2'b01,
             TRANSFER = 2'b10,
             WAIT     = 2'b11;
  reg [1:0] state, nxt_state;
  assign rd_en = (state == LOAD) ? 1'b1 : 1'b0;
  always @(posedge clk) begin
    if (rst)
      state <= IDLE;
    else
      state <= nxt_state;
  end
  always @(*) begin
    tx_start = 1'b0;
    fsm_busy = 1'b0;
    d_out    = d_out;  
    nxt_state = state;
    case (state)
      IDLE: begin
        if (tx_ready)
          nxt_state = LOAD;
        else
          nxt_state = IDLE;
      end
      LOAD: begin
        fsm_busy = 1'b1;
        if (!fifo_empty)
          nxt_state = TRANSFER;
        else
          nxt_state = LOAD;
      end
      TRANSFER: begin
        d_out    = d_in;
        tx_start = 1'b1;
        nxt_state = WAIT;
      end
      WAIT: begin
        fsm_busy = 1'b1;
        if (!uart_busy)
          nxt_state = IDLE;
        else
          nxt_state = WAIT;
      end
      default: nxt_state = IDLE;
    endcase
  end
endmodule
`timescale 1ns / 1ps
module uart_tx_dig #(
  parameter clk_freq = 50000000,
  parameter baud_rate = 9600,
  parameter data_width = 8
)(
  input [data_width-1:0] d_in,
  input tx_start,
  input clk,
  input rst,
  output reg ser_data,
  output reg uart_busy
);
  reg [9:0] data_frame;
  reg [3:0] bit_count;
  reg [13:0] clk_count;
  localparam clk_per_bit = clk_freq / baud_rate;
  always @(posedge clk) begin
    if (rst) begin
      ser_data   <= 1'b1;
      uart_busy  <= 1'b0;
      bit_count  <= 4'd0;
      clk_count  <= 14'd0;
    end
    else begin
      if (tx_start && !uart_busy) begin
        data_frame <= {1'b1, d_in, 1'b0};  
        uart_busy  <= 1'b1;
        bit_count  <= 4'd0;
        clk_count  <= 14'd0;
      end
      else if (uart_busy) begin
        ser_data <= data_frame[bit_count];
        if (clk_count < clk_per_bit - 1) begin
          clk_count <= clk_count + 1;
        end else begin
          clk_count <= 0;
          bit_count <= bit_count + 1;
          if (bit_count == 4'd9) begin  
            uart_busy <= 1'b0;
            ser_data  <= 1'b1;  
          end
        end
      end
    end
  end
endmodule
module uart_packetizer_dig #(
    parameter baud_rate = 9600,
    parameter clk_freq = 50_000_000,
    parameter data_width = 8,
    parameter depth = 16
)(
    input wire clk,
    input wire rst,
    input wire [data_width-1:0] data_in,
    input data_valid,
    input wire wr_en,
    input wire tx_ready,
    output wire serial_out,
    output wire fifo_full,
    output wire tx_busy
);
    wire [data_width-1:0] fifo_data_out;
    wire fifo_empty;
    wire rd_en;
    wire tx_start;
    wire uart_tx_busy;
    wire [data_width-1:0] tx_data;
    fifo_dig #(
        .depth(depth),
        .data_width(data_width)
    ) fifo_inst (
        .d_in(data_in),
        .rst(rst),
        .clk(clk),
        .data_valid(data_valid),
        .rd_en(rd_en),
        .wr_en(wr_en),
        .d_out(fifo_data_out),
        .fifo_full(fifo_full),
        .fifo_empty(fifo_empty)
    );
    fsm_dig #(
        .data_width(data_width)
    ) fsm_inst (
        .clk(clk),
        .rst(rst),
        .fifo_empty(fifo_empty),
        .d_in(fifo_data_out),
        .tx_ready(tx_ready),
        .uart_busy(uart_tx_busy),
        .d_out(tx_data),
        .tx_start(tx_start),
        .fsm_busy(tx_busy),
        .rd_en(rd_en)
    );
    uart_tx_dig #(
        .baud_rate(baud_rate),
        .clk_freq(clk_freq),
        .data_width(data_width)
    ) uart_inst (
        .clk(clk),
        .rst(rst),
        .tx_start(tx_start),
        .d_in(tx_data),
        .uart_busy(uart_tx_busy),
        .ser_data(serial_out)
    );
endmodule

===== ./run.sh =====
#!/bin/bash
# OpenROAD 26Q1-2900-gdf79404cd8, Yosys 0.63+post, stock flow scripts
make -C /OpenROAD-flow-scripts/flow DESIGN_CONFIG=/design/flow/config.mk WORK_HOME=/design/flow/orfs finish

==> flow_summary.yaml <==
# generated from flow reports
timing:
  setup_viol: 0
  fmax_mhz: 332.8
  finalClockPeriodUsage_pct: 63.93
  worst_pin_slew_ns: 0.9707
  tns_ns: 0
  slew_headroom_pct: 35.15
  finalHoldViolCount: 0
  rsz0062_at_grt: "false"
  min_period_ns: 3.005
  finalClockSkew_ns: 0.007895
  slew_viol_final: 0
  unclocked_regs: 8
  fin_ws_ns: 1.695
  untimed_endpoints: 16
synthesis:
  syn_area_per_cell_um2: 15.28
  synth_warnings: 3
  synthCells: 502
  common_cells: "edfxtp_1 (136), dfxtp_1 (47), nand2_1 (37), nor2_1 (36)"
  yosysMostFrequentCell: "edfxtp_1"
  synth-edff-count: 136
  yosys.area_share.adder_pct: 1.794
  synthArstFlopShare_pct: 0
  ys_types: 50
  ys_sh_aoi_pct: 4.290
  yosys_cells: 502
  mux_share_pct: 13.15
  top_cells_by_area: "edfxtp_1 (53%), dfxtp_1 (12%), mux4_1 (5.5%)"
  top_area_share_pct: 53.24
  simple_gate_share_pct: 9.379
  xor_area_share_pct: 2.169
  syn_area_um2: 7671
  yosys.area.top_type: "edfxtp_1"
  logic_family: "multiplexers"
  synth_top_flop_cell: "edfxtp_1"
  ys.flops: 191
  ys_area_um2: 7671
clock_network:
  cts.path.max_buffers: 2
  clockRootBuffer: "clkbuf_16"
  clk_latency_ns: 0.42
  h-tree-depth: 4
  numCtsBuffers: 17
  cts_hold_repair.buffers: 0
  tritoncts: "built"
  cts_resized: 0
  post-cts-setup-buffers: 0
  clk_pin_slew_ns: 0.07
pwr:
  switchingPower_uw: 705.5
  vdd_drop_max_v: 0.0002339
  sw_frac_of_total_pct: 21.68
  power_frac_clock_pct: 42.4
  power_density_nw_per_um2: 377.7
  seq_power_share_pct: 54.4
  intPower_mw: 2.548
  combPwrFrac_pct: 3.2
  p_leak_nw: 2.829
routing:
  n_antenna_cell: 0
  drc: 0
  drt_iter0_markers: 239
  routed_via_density: 5.336
  wire_per_inst_um: 18.06
  ant_nets: 0
  dr.pass1.iters: 7
  wl_mm: 13.80
  vias: 4077
global_route:
  grt_max_degree: 38
  grt-ovfl-total: 0
  antenna_found_initial: 1
  grtUsageTotal_pct: 16.14
  grt_pass1_wl_mm: 22.32
  grt_pass1_vias: 4234
flow_run:
  cap_viol_max_count: 0
  warning_count: 30
critical_path:
  required_ns: 4.75
  worstSetupPathType: "in2reg"
  arrival_ns: 3.06
  critPathLaunchType: "input pin"
  crit_path_end_kind: "flop"
  cp_max_fo: 8
floorplanning:
  fp_util_pct: 40.87
  std_cell_rows: 50
  core_um2: 18770
  die_h_um: 140.5
  die_w_um: 140.5
  io_pins: 16
  dieArea_um2: 19740
worst_hold_path:
  hold_class: "reg2reg"
cells_and_area:
  final_util_pct: 45.90
  area_delta_synth_final_pct: 12.30
  fin_area_um2: 8615
  fin_cells: 764
  n_fill_cell: 1589
  drive_above_1_share_pct: 13.58
place:
  dp_hpwl_mm: 9.016
  placed_cells: 732
  portBuffers: 15
  gp_congestion: 0.8218
  preCtsSetupSlack_ns: 1.281
  placed_cell_area_um2: 8021
outcome:
  outcome: "complete, no violations"
-- cells by family after synthesis --
family | count (synthesis)
xor+xnor | 19
latches | 8
simple gates | 144
compound gates | 50
buf+inv | 33
fa+ha+maj | 11
flops | 183
mux | 54
-- state kept, by name (all words and copies together), names as in the netlist --
signal                cells
fifo_inst.count           5
fifo_inst.d_out           8
fifo_inst.fifo          128
fifo_inst.fifo_empty      1
fifo_inst.fifo_full       1
fifo_inst.rd_ptr          4
fifo_inst.wr_ptr          4
fsm_inst.d_out            8
fsm_inst.state            4
uart_inst.bit_count       4
uart_inst.clk_count      14
uart_inst.data_frame      8
uart_inst.ser_data        1
uart_inst.uart_busy       1
-- cells in the final DEF, fill, tap and decap left out, drive strengths merged, types with 5 or more instances in the layout --
| master | n |
|---|---|
| and2 | 11 |
| mux2 | 16 |
| a21oi | 13 |
| dlxtp | 8 |
| nor2 | 36 |
| nor2b | 7 |
| xor2 | 9 |
| a31oi | 5 |
| inv | 14 |
| o21ai | 5 |
| clkbuf | 17 |
| dfxtp | 47 |
| and3 | 6 |
| nand4 | 9 |
| clkdlybuf4s50 | 15 |
| clkinv | 7 |
| a22oi | 11 |
| ha | 11 |
| nor3 | 10 |
| xnor2 | 10 |
| buf | 5 |
| edfxtp | 136 |
| mux4 | 31 |
| mux2i | 7 |
| nand2 | 37 |
-- layer usage --
metal	GRT usage [%]	vias up	routed length [um]
met5	0	-	13
met4	2.059	2	192
met3	9.370	13	1507
met2	24.92	127	6669
met1	21.35	1984	5412
li1	-	1951	-
-- power groups by stage --
stage | registers, mW | clock network [mW] | logic, mW
after CTS | 1.77 | 1.41 | 0.107
after global routing | 1.77 | 1.49 | 0.118
final | 1.77 | 1.38 | 0.105
-- area by class of cell --
cell class / count / area (um^2) / area share [%]
clock buffer: 17 / 425.4 / 4.938
clock inverter: 15 / 167.7 / 1.946
inverter: 9 / 33.78 / 0.3922
multi-input combinational: 278 / 2361 / 27.41
sequential: 191 / 5146 / 59.74
tap: 234 / 292.8 / 3.399
timing repair buffer: 20 / 187.7 / 2.179
-- path summary, 6_finish.rpt --
| check | from | end | slack [ns] | cells past startpoint |
|---|---|---|---|---|
| worst max-delay path | data_valid | fifo_inst.fifo[11][0] | 1.70 | 6 |
| worst max register to register | fifo_inst.fifo_full | fifo_inst.fifo[11][0] | 2.31 | 5 |
| worst min-delay path | fifo_inst.d_out[2] | fifo_inst.d_out[2] | 0.43 | 2 |
| worst min register to register | fifo_inst.d_out[2] | fifo_inst.d_out[2] | 0.43 | 2 |
-- per-stage QoR --
step           power (mW)  hold slack, ns
2_1_floorplan       1.856          0.4105
3_3_place_gp        1.908          0.4239
3_5_place_dp        1.911          0.4280
4_1_cts             3.288          0.4376
5_1_grt             3.377          0.4620
6_report            3.254          0.4327
-- critical path, stage by stage --
cell and delay (ns):
clkdlybuf4s50_1 0.45, and3b_1 0.29, inv_1 0.16, nor3b_1 0.59, nand2_1 0.11, nor2_1 0.52
Power is estimated from default activity; no workload was simulated.
